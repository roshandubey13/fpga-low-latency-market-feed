[/design/flow/run.sh]
#!/bin/bash
# OpenROAD 26Q1-2900-gdf79404cd8, Yosys 0.63+post, stock flow scripts
make -C /OpenROAD-flow-scripts/flow DESIGN_CONFIG=/design/flow/config.mk WORK_HOME=/design/flow/orfs finish
[/design/flow/config.mk]
export PLATFORM = sky130hd
export DESIGN_NAME = debounce
export DESIGN_NICKNAME = debounce
export VERILOG_FILES = /design/flow/design.v
export SDC_FILE = /design/flow/constraint.sdc
export NUM_CORES = 4
export LEC_CHECK = 1
export CORE_UTILIZATION = 50
[/design/flow/constraint.sdc]
current_design debounce

set clk_period 1.5
set clk_io_pct 0.2

create_clock -name clk0 -period $clk_period [get_ports {clk}]

set non_clock_inputs [all_inputs -no_clocks]
set_input_delay [expr $clk_period * $clk_io_pct] -clock clk0 $non_clock_inputs
set_output_delay [expr $clk_period * $clk_io_pct] -clock clk0 [all_outputs]
[/design/flow/design.v]
`timescale 1ns / 1ps
module debounce
  #(
    parameter DEBOUNCE_LENGTH = 10,
    parameter NUM_PINS = 16
    )
   (
    input                       clk,
    input                       rst,
    input [NUM_PINS-1:0]        gpio_in,
    output logic [NUM_PINS-1:0]         gpio_out
    );
   logic [NUM_PINS-1:0][DEBOUNCE_LENGTH-1:0] gpio_in_q;
   logic [NUM_PINS-1:0]                              gpio_out_i;
   logic [DEBOUNCE_LENGTH-1:0]                       ones;
   assign ones = '1;
   int                                               i;
   always_ff@(posedge clk) begin
      if (rst==1) begin
         gpio_in_q <= 0;
         gpio_out_i <= 0;
      end
      else begin
         for (i = 0; i < NUM_PINS; i = i +1) begin
            gpio_in_q[i][0] <= gpio_in[i];
            gpio_in_q[i][DEBOUNCE_LENGTH-1:1] <= gpio_in_q[i][DEBOUNCE_LENGTH-2:0];
            if ((gpio_in_q[i] == ones) && (gpio_out_i[i] == 0)) begin
               gpio_out_i[i] <= 1;
            end
            if ((gpio_in_q[i] == 0) && (gpio_out_i[i] == 1)) begin
               gpio_out_i[i] <= 0;
            end
         end  
         gpio_out <= gpio_out_i;
      end
   end
endmodule
==> impl_metrics.csv <==
group,metric,value,unit
timing,slew_headroom,0.7662,
finish,fin_cells,710,
critical_path,path_max_fanout,1,
routing,remaining_drc_errors,0,
cts,cts.path.max_buffers,2,
critical_path,slowest_stage,"edfxtp_1",
cts,cts_setup_buffers,0,
logic_synthesis,yosysTopAreaCellShare,0.5951,
cts,cts_sinks,192,
finish,drive_gt1_frac,0.06526,
floorplan,fp_util,0.5163,
logic_synthesis,yosys_warnings,1,
logic_synthesis,syn-instance-count,516,
floorplan,ios,34,
critical_path,crit_chain,"dlygate4sd2_1",
finish,area_delta_synth_final,18.22,%
logic_synthesis,aoi_share,0.03719,
logic_synthesis,ys_sh_xor,0,
cts,clk_latency,0.41,ns
placed_design,dpl_cell_area,0.006411,sq mm
global_routing,antenna_found_initial,0,
critical_path,critPathRequiredTime,1.20,ns
critical_path,crit_family,"flip-flops",
timing,fmax,749.2,MHz
status,status,"finished, final reports clean",
global_routing,grt_max_degree,78,
cts,path_clk_slew,0.06,ns
routing,drt-pass1-iter-count,6,
logic_synthesis,yosysCellCount,516,
routing,routed_wl,8515,um
timing,tns,0,ns
floorplan,fp-row-count,39,
placed_design,dp_slack,0.4108,ns
critical_path,worstSetupEndpointType,"output pin",
cts,tritoncts,"built",
timing,finClkSkew,0.004915,ns
flow_run,warnings,25,
routing,detailroute.via_count,3518,
logic_synthesis,ys_ff,192,
critical_path,r2r_setup_slack,0.46,ns
critical_path,worst-path-buf-inv,1,
timing,fin_crit_sh,0.8898,
global_routing,grt_remaining_overflow,0,
finish,lay_top_count,"dfxtp_1",
critical_path,cp.depth,1,
routing,wl_per_cell,11.99,um
timing,final_hold_viol_count,0,
critical_path,reg2reg_from,"gpio_in_q[151]",
logic_synthesis,ys_seq_share,0.6762,
timing,hold_slack,0.1421,ns
flow_run,max-cap-violations,0,
timing,tightest_slew,0.3474,ns
finish,layout_top_cells,"dfxtp_1 (176), nor2b_1 (160), nand4_1 (32), nor4_1 (32), clkbuf_16 (19)",
timing,fin_crit,1.335,ns
power,power_density,1419,mW/mm^2
cts,htree_levels,4,
floorplan,core_area,0.01147,sq mm
floorplan,die_width,110.8,um
critical_path,start_kind,"flip-flop",
power,leakage,2.628,nW
cts,root_buffer,"clkbuf_16",
routing,drt_iter0_drc,201,
global_routing,grt_pass1_wl,15170,um
placed_design,port_buffers,33,
critical_path,crit_path_start,"gpio_out[7]",
logic_synthesis,largest_area_cell,"dfxtp_1",
logic_synthesis,simple_gate_share,0.2705,
placed_design,place_inst,678,
global_routing,grt_pass1_vias,3459,
power,vdd_drop_max,1.323,mV
logic_synthesis,ys_types,14,
placed_design,hpwl,4991,um
critical_path,critPathKind,"reg2out",
timing,rsz0062_at_grt,"no",
floorplan,dieArea,0.01228,sq mm
timing,setup_viol,0,
finish,utilization,0.6104,
critical_path,r2r_end,"gpio_out_i[15]",
critical_path,endpoint,"gpio_out[7]",
finish,stdcell_area,0.006999,sq mm
logic_synthesis,top_cells_by_area,"dfxtp_1 (60%), nor2b_1 (17%), edfxtp_1 (8.1%), nand4_1 (3.4%), nor4_1 (3.4%)",
logic_synthesis,synth_area,0.005921,sq mm
critical_path,cp.arrival,1.03,ns
placed_design,place_congestion,0.7768,
logic_synthesis,synth-adder-area-share,0,
logic_synthesis,ys_area,0.005921,sq mm
cts,cts_buffers,17,
routing,final_antenna_net_count,0,
logic_synthesis,top_logic_kind,"simple AND/OR/NAND/NOR gates",
timing,setup_slack,0.1653,ns
logic_synthesis,postSynthAreaPerCell,11.47,sq um
timing,slew_viol_final,0,
routing,diodes,0,
global_routing,grt_use_total,0.1565,
power,total_power,9.930,mW
critical_path,reg2reg_depth,3,
routing,drt-vias-per-instance,4.955,
floorplan,die_h,110.8,um
logic_synthesis,ys_sh_mux,0,
worst_hold_path,hold_class,"in2reg",
critical_path,slowest_delay,0.38,ns
## registers in the layout (all words and copies together) (netlist names)
signal      cells
gpio_in_q     160
gpio_out       16
gpio_out_i     16
## layer usage
layer  vias to the layer above  part of all wire  global-route usage
li1                       1848                 -                   -
met4                         0            0.0094             0.02133
met1                      1617              0.54              0.2592
met3                         5             0.043             0.04292
met2                        48              0.41              0.2265
met5                         -                 0                   0
## power by group
| group | total, mW | switching [mW] | internal, mW | leakage, nW |
|---|---|---|---|---|
| Clock | 4.37 | 1.77 | 2.61 | 0.299 |
| Sequential | 5.29 | 0.0495 | 5.24 | 1.60 |
| Combinational | 0.263 | 0.124 | 0.138 | 0.731 |
| Total | 9.93 | 1.94 | 7.99 | 2.63 |
## worst min path at each step
stage,start,end,slack (ns),cells after the start
final,rst,gpio_in_q[109],0.14,2
after global routing,rst,gpio_in_q[108],0.16,2
after CTS,rst,gpio_in_q[109],0.12,2
## logic make-up (layout without fill, tap and decap cells)
family | count (synthesis) | in the layout
flops | 192 | 192
simple gates | 272 | 272
compound gates | 32 | 32
buf+inv | 20 | 71
## final cells by class
type	instances	area (sq um)
tap	143	178.9
sequential	192	4004
multi-input combinational	304	1822
inverter	1	3.754
clock buffer	23	520.5
clock inverter	9	76.32
timing repair buffer	38	394.1
fill	920	4468
## cell usage after synthesis
master	count
a31oi_1	16
nand4_1	32
edfxtp_1	16
inv_1	1
buf_4	1
nor4_1	32
buf_2	13
clkbuf_1	5
nand2_1	16
nor2b_1	160
nor2_1	16
o21a_1	16
nor3_1	16
dfxtp_1	176
## timing repair
item	4_1_cts	5_1_grt
setup endpoints to repair	13	3
gates resized	13	3
pin swaps	0	0
hold buffers	0	0
## worst reg2reg max path, delay by kind of cell, from the launching register on
kind	cells	cell delay, ns
AOI/OAI and AO/OA	2	0.24
DFF	1	0.32
and+or+nand+nor	1	0.37
Power figures rest on the tool's default switching activity, not on a simulated workload.
