==> design/flow/design.v <==
`timescale 1ns / 1ps
module uart_tx
  #(
    parameter CLKRATE = 100000000,
    parameter BAUD = 115200,
    parameter WORD_LENGTH = 8
    )
   (
    input 		    clk,
    input 		    rst,
    input [WORD_LENGTH-1:0] tx_data,
    input 		    tx_data_valid,
    output 		    tx_data_ready,
    output 		    UART_TX
    );
   logic                    tx_data_ready_i;
   logic                    uart_tx_i = 1'b0;
   logic [WORD_LENGTH-1:0]  tx_data_i;
   always @(posedge clk)
     begin
	if(rst) begin
           tx_data_i <= '0;
	end
	else begin
           if (tx_data_valid & tx_data_ready_i) begin
              tx_data_i <= tx_data;
           end
	end
     end
   typedef enum {IDLE, START, DATA, STOP,WAIT}  my_state;
   my_state current_state = IDLE;
   my_state next_state    = IDLE;
   localparam TX_IDLE = 1'b1;
   localparam TX_START = 1'b0;
   localparam TX_STOP = 1'b1;
   localparam BAUD_COUNTER_MAX = CLKRATE/BAUD;
   localparam BAUD_COUNTER_SIZE = $clog2(BAUD_COUNTER_MAX);
   localparam DATA_COUNTER_MAX = WORD_LENGTH;
   localparam DATA_COUNTER_SIZE = $clog2(DATA_COUNTER_MAX);
   logic [BAUD_COUNTER_SIZE-1:0] uart_baud_counter;
   logic [DATA_COUNTER_SIZE-1:0] uart_data_counter;
   logic                         uart_baud_done;
   logic                         uart_data_done;
   logic [WORD_LENGTH-1:0] 	 uart_data_shift_buffer;
   always @(posedge clk)
     begin
	if(rst) begin
           uart_baud_counter <= '0;
	end
	else begin
           if (uart_baud_done) begin
              uart_baud_counter <= '0;
           end
           else begin
              uart_baud_counter <= uart_baud_counter + 'd1;
           end
	end
     end
   assign uart_baud_done = (uart_baud_counter == BAUD_COUNTER_MAX-1) ? 1'b1 : 1'b0;
   always @(posedge clk)
     begin
	if(rst) begin
           uart_data_counter <= '0;
           uart_data_shift_buffer <= '0;
	end
	else if (uart_baud_done) begin
           if (current_state != next_state) begin
              uart_data_counter <= '0;
              uart_data_shift_buffer <= tx_data_i;
           end
           else begin
              uart_data_counter <= uart_data_counter + 'd1;
              uart_data_shift_buffer <= uart_data_shift_buffer >> 1;
           end
	end
     end
   assign uart_data_done = (uart_data_counter == DATA_COUNTER_MAX-1) ? 1'b1 : 1'b0;
   always @(*)
     begin
        case (current_state)
          IDLE   :
            begin
               if (tx_data_valid) begin
                  next_state = START;
               end
               else begin
                  next_state = current_state;
               end
            end
          START  :
            begin
               if (uart_baud_done) begin
                  next_state = DATA;
               end
               else begin
                  next_state = current_state;
               end
            end
          DATA   :
            begin
               if (uart_data_done & uart_baud_done) begin
                  next_state = STOP;
               end
               else begin
                  next_state = current_state;
               end
            end
          STOP   :
            begin
               if (uart_baud_done) begin
                  next_state = WAIT;
               end
               else begin
                  next_state = current_state;
               end
            end
          WAIT   :
            begin
               if (uart_baud_done) begin
                  next_state = IDLE;
               end
               else begin
                  next_state = current_state;
               end
            end
          default:
            next_state = current_state;
        endcase
     end
   always @(posedge clk)
     begin
	if(rst) begin
           current_state <= IDLE;
	end
	else begin
           current_state <= next_state;
	end
     end
   always @(*)
     begin
        case (current_state)
          IDLE   :
            begin
               uart_tx_i = TX_IDLE;
            end
          START  :
            begin
               uart_tx_i = TX_START;
            end
          DATA   :
            begin
               uart_tx_i = uart_data_shift_buffer[0];
            end
          STOP   :
            begin
               uart_tx_i = TX_STOP;
            end
          WAIT   :
            begin
               uart_tx_i = TX_IDLE;
            end
        endcase
     end
   assign tx_data_ready_i = (current_state == IDLE) ? 1'b1 : 1'b0;
   assign tx_data_ready = tx_data_ready_i;
   assign UART_TX = uart_tx_i;
endmodule
==> design/flow/run.sh <==
#!/bin/bash
# OpenROAD 26Q1-2900-gdf79404cd8, Yosys 0.63+post, stock flow scripts
make -C /OpenROAD-flow-scripts/flow DESIGN_CONFIG=/design/flow/config.mk WORK_HOME=/design/flow/orfs finish
==> design/flow/config.mk <==
export PLATFORM = sky130hd
export DESIGN_NAME = uart_tx
export DESIGN_NICKNAME = uart_tx
export VERILOG_FILES = /design/flow/design.v
export SDC_FILE = /design/flow/constraint.sdc
export NUM_CORES = 4
export LEC_CHECK = 1
export CORE_UTILIZATION = 50
==> design/flow/constraint.sdc <==
current_design uart_tx

set clk_period 6.1
set clk_io_pct 0.2

create_clock -name clk0 -period $clk_period [get_ports {clk}]

set non_clock_inputs [all_inputs -no_clocks]
set_input_delay [expr $clk_period * $clk_io_pct] -clock clk0 $non_clock_inputs
set_output_delay [expr $clk_period * $clk_io_pct] -clock clk0 [all_outputs]
==> summary.txt <==
impl run done, here's what came out: status=finished, final reports clean, register pins left without a clock=1, Final Non-Filler Cells=345, synthesized instance count=~270, FMAX=~260 MHz, Placer Congestion=around 0.84, gr usage total=19.4%, Post-Layout Inst Area=approximately 2800 sq um, ant diodes=0, Ports=13, Yosys Instances=265, Post-synth EDFFs=0, biggest area cells=dfxtp_1, nor2b_1, nor2_1, ys flop type=dfxtp_1, H-tree depth=3, asr flop ratio synth=0%, RSZ-0062 raised after global routing=no, I/O Buffers=12, Inst Count DP=between 300 and 400, Mapped Avg Cell Area=~9.3 sq um, share of layout cells above drive strength 1=around a tenth, row count=25, DRT iter0 DRCs=96, final count of hold timing violations=0, synth-to-layout area growth=12.8%, Clock Path Buffers=2, Routed Antenna Nets=0, Remaining Overflow, GRT=0, DPL Wire Length=2.99 mm, CTS buffer count=9, Pre-Repair DR Iteration Count=4, Crit Path Class=flip-flop to output pin, Pre-Place Util=a little over half, hold-fix buffers at CTS=0, leading area contributor after synthesis=dfxtp_1, initial antenna violation count=0, buffer count from post-CTS setup fixing=0, power per cell area=275 nW/um^2, Rel. slew slack=between 60% and 70%, most frequent cells in the layout=dfxtp_1, nor2_1, nor2b_1, Yosys cell types=41, Clock Skews=about 0.0037 ns, Final Slew Violations=0, tool warnings=25, Lkg Pwr=1.11 nW, core area=between 4000 and 5000 sq um, Yosys warning total=1, Max IR drop VDD=approximately 0.15 mV, endpoints left unconstrained=2, most used logic cell in the final layout=dfxtp_1, final setup TNS=0 ns, Yosys chip area=~2500 sq um, Arr. time, crit path=approximately 2.6 ns, chip width=about 72 um, Flops after synth=around 62, die area=about 5200 sq um, wire per inst=approximately 13 um, CP startpoint kind=flip-flop, clock latency (worst-skew pair)=roughly 0.33 ns, post-CTS resize count=0, Synth top area share=around half, first-pass GRT wire length=between 7 and 8 mm, Max-Cap Viols=0, vias in the first global route=1595, largest net degree at the start of global routing=54, post-layout min period=roughly 3.8 ns, Hold WC Path Type=flip-flop to flip-flop, WHS=between 0.4 and 0.5 ns, total number of vias=between 1500 and 2000, Worst Tran Pin Value=0.560 ns, Clk Tree Root Cell=clkbuf_8, final WL=around 4.6 mm, drt via density=5.15, Setup Viol. Count Final=0, Reg clk slew, reported paths=roughly 0.060 ns, synthesized area=~2500 sq um, CP Capture Type=output pin, critical path fanouts, max=10, DRC viols=0, final period utilization=62.0%, WP data required=roughly 4.9 ns, dpl cell area=roughly 2600 sq um, Die Span Y=between 70 and 80 um, CTS tree=yes
-- worst paths after layout --
path                                startpoint                                     end  slack (ns)  cells after the start
max                current_state[7]$_SDFF_PP0_                           tx_data_ready        2.32                      5
max reg2reg        current_state[7]$_SDFF_PP0_  uart_data_shift_buffer[4]$_SDFFE_PP0P_        3.59                      5
min          uart_data_counter[2]$_SDFFE_PP0P_       uart_data_counter[2]$_SDFFE_PP0P_        0.46                      2
min reg2reg  uart_data_counter[2]$_SDFFE_PP0P_       uart_data_counter[2]$_SDFFE_PP0P_        0.46                      2
-- cell families after synthesis --
logic type | count (synthesis) | synth area share, %
xor+xnor | 9 | 3.19
flops | 61 | 49.5
fa+ha+maj | 3 | 1.52
simple gates | 120 | 27.5
buf+inv | 22 | 4.05
compound gates | 49 | 13.7
latches | 1 | 0.608
-- registers in the layout, indices dropped and copies added, names as in the netlist --
name                    cells
uart_data_shift_buffer      8
uart_data_counter           3
uart_tx_i                   1
current_state              32
uart_baud_counter          10
tx_data_i                   8
-- critical path: stages, from the launching register on --
cell and delay [ns]:
dfxtp_1 0.31, nor4_1 0.50, nand3_1 0.16, or4_1 0.63, clkinv_4 0.16, clkdlybuf4s50_1 0.46
-- per-stage QoR --
step           power (mW)  util, %  worst slack, ns
2_1_floorplan       0.446        -             3.43
3_3_place_gp        0.459     55.2             2.69
3_5_place_dp        0.459     55.2             2.65
4_1_cts             0.772     58.9             2.27
5_1_grt             0.797     58.9             2.18
6_report            0.765     58.9             2.32
-- power by group --
| group | switching, mW | total (mW) | internal [mW] |
|---|---|---|---|
| clock | 0.148 | 0.315 | 0.167 |
| combinational | 0.0246 | 0.0407 | 0.0161 |
| sequential | 0.00526 | 0.409 | 0.404 |
-- per-layer routing --
| metal | wire length, um | track usage, % | vias up |
|---|---|---|---|
| met5 | 0 | 0 | - |
| met4 | 104 | 3.92 | 0 |
| met3 | 102 | 2.68 | 10 |
| met2 | 1820 | 25.3 | 16 |
| met1 | 2600 | 35.1 | 804 |
| li1 | - | - | 946 |
-- layout make-up --
type / instances / area [sq um]
fill: 404 / 1940
clock buffer: 12 / 155
tap: 67 / 83.8
inverter: 5 / 23.8
timing repair buffer: 14 / 130
multi-input combinational: 181 / 1130
clock inverter: 4 / 22.5
sequential: 62 / 1240
-- Yosys cell counts (3+ instances only) --
| master | n |
|---|---|
| dfxtp_1 | 61 |
| nor2_1 | 29 |
| nor2b_1 | 29 |
| a21oi_1 | 16 |
| nand3_1 | 16 |
| clkbuf_1 | 12 |
| nor4_1 | 9 |
| o21ai_1 | 8 |
| nand2_1 | 7 |
| a211oi_2 | 6 |
| nor4b_1 | 6 |
| o21bai_1 | 6 |
| xor2_1 | 6 |
| nand4_1 | 5 |
| buf_2 | 4 |
| inv_1 | 4 |
| and3_1 | 3 |
| and4_1 | 3 |
| ha_1 | 3 |
| o21ai_0 | 3 |
| xnor2_1 | 3 |
No activity file was given, so power comes from the tool's default toggle rates.
