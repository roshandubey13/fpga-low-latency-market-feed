## design/flow/config.mk

```make
export PLATFORM = sky130hd
export DESIGN_NAME = parser_threshold_led_v1_0
export DESIGN_NICKNAME = parser_threshold_led_v1_0
export VERILOG_FILES = /design/flow/design.v
export SDC_FILE = /design/flow/constraint.sdc
export NUM_CORES = 4
export LEC_CHECK = 1
export CORE_UTILIZATION = 40
```

## design/flow/constraint.sdc

```tcl
current_design parser_threshold_led_v1_0

set clk_period 8.8
set clk_io_pct 0.2

create_clock -name clk0 -period $clk_period [get_ports {axis_aclk}]

set non_clock_inputs [all_inputs -no_clocks]
set_input_delay [expr $clk_period * $clk_io_pct] -clock clk0 $non_clock_inputs
set_output_delay [expr $clk_period * $clk_io_pct] -clock clk0 [all_outputs]
```

## design/flow/design.v

```verilog
module parser_threshold_led_v1_0 #
(
    parameter integer C_AXIS_TDATA_WIDTH = 8
)
(
    input  wire                           axis_aclk,
    input  wire                           axis_aresetn,
    input  wire [C_AXIS_TDATA_WIDTH-1:0]  s00_axis_tdata,
    input  wire                           s00_axis_tvalid,
    output wire                           s00_axis_tready,
    input  wire                           s00_axis_tlast,
    input  wire [31:0]                    buy_thresh,
    input  wire [31:0]                    sell_thresh,
    output reg                            buy_led,
    output reg                            sell_led
);
    assign s00_axis_tready = 1'b1;
    reg [3:0] state;
    localparam S_SYM   = 4'd0;
    localparam S_P3    = 4'd1;
    localparam S_P2    = 4'd2;
    localparam S_P1    = 4'd3;
    localparam S_P0    = 4'd4;
    localparam S_V3    = 4'd5;
    localparam S_V2    = 4'd6;
    localparam S_V1    = 4'd7;
    localparam S_V0    = 4'd8;
    reg [7:0]   symbol_reg;
    reg [31:0]  price_reg;
    reg [31:0]  volume_reg;
    reg parsed_valid;
    always @(posedge axis_aclk) begin
        if (!axis_aresetn) begin
            state        <= S_SYM;
            symbol_reg   <= 8'd0;
            price_reg    <= 32'd0;
            volume_reg   <= 32'd0;
            parsed_valid <= 1'b0;
        end else begin
            parsed_valid <= 1'b0;
            if (s00_axis_tvalid) begin
                case (state)
                    S_SYM: begin
                        symbol_reg <= s00_axis_tdata;
                        state <= S_P3;
                    end
                    S_P3: begin
                        price_reg[31:24] <= s00_axis_tdata;
                        state <= S_P2;
                    end
                    S_P2: begin
                        price_reg[23:16] <= s00_axis_tdata;
                        state <= S_P1;
                    end
                    S_P1: begin
                        price_reg[15:8] <= s00_axis_tdata;
                        state <= S_P0;
                    end
                    S_P0: begin
                        price_reg[7:0] <= s00_axis_tdata;
                        state <= S_V3;
                    end
                    S_V3: begin
                        volume_reg[31:24] <= s00_axis_tdata;
                        state <= S_V2;
                    end
                    S_V2: begin
                        volume_reg[23:16] <= s00_axis_tdata;
                        state <= S_V1;
                    end
                    S_V1: begin
                        volume_reg[15:8] <= s00_axis_tdata;
                        state <= S_V0;
                    end
                    S_V0: begin
                        volume_reg[7:0] <= s00_axis_tdata;
                        parsed_valid <= 1'b1;
                        state <= S_SYM;      
                    end
                    default: begin
                        state <= S_SYM;
                    end
                endcase
            end
            if (s00_axis_tlast) begin
                state <= S_SYM;
            end
        end
    end
    wire buy_event  = parsed_valid && (price_reg > buy_thresh);
    wire sell_event = parsed_valid && (price_reg < sell_thresh);
    localparam integer PULSE = 24'd6_000_000;   
    reg [23:0] buy_cnt;
    reg [23:0] sell_cnt;
    always @(posedge axis_aclk) begin
        if (!axis_aresetn) begin
            buy_cnt  <= 0;
            sell_cnt <= 0;
            buy_led  <= 1'b0;
            sell_led <= 1'b0;
        end else begin
            if (buy_event)
                buy_cnt <= PULSE;
            else if (buy_cnt != 0)
                buy_cnt <= buy_cnt - 1;
            if (sell_event)
                sell_cnt <= PULSE;
            else if (sell_cnt != 0)
                sell_cnt <= sell_cnt - 1;
            buy_led  <= (buy_cnt  != 0);
            sell_led <= (sell_cnt != 0);
        end
    end
endmodule
```

## design/flow/run.sh

```bash
#!/bin/bash
# OpenROAD 26Q1-2900-gdf79404cd8, Yosys 0.63+post, stock flow scripts
make -C /OpenROAD-flow-scripts/flow DESIGN_CONFIG=/design/flow/config.mk WORK_HOME=/design/flow/orfs finish
```

==> out/metrics.cfg <==
[setup_path]
cp-start-kind=input pin
worst-path-max-fanout=24
cp.arrival_ps=4690
crit_path_end_kind=register
critPathKind=in2reg
required_ps=9090

[hold_path]
hp-class=reg2reg

[sta]
final_hold_viol_count=0
fin_hold_ws_ps=456
rsz0062_at_grt=no
fmax_ghz=0.227
fin_tns_setup_ps=0
min_period_ps=4400
setup_violations=0
timing_worst_slew_pin_value_ps=991
period_used_pct=50.0
drv_slew=0
max_slew_margin_pct=33.7
finalClockSkew_ps=12.8

[synth]
yosysTopAreaCell=dfxtp_1
edf_count=0
top_cell_area_share_pct=33.5
mappedNetlistArea_um2=5500
topCellsByArea=dfxtp_1, ha_1, a21oi_1, inv_1, nand2_1
postSynthAreaPerCell_um2=8.08
ys.flops=92
ys_cells=680
synthDistinctLibCells=55
ys_seq_share_pct=33.5
synthCells=680
synth_chip_area_um2=5500
common_cells=dfxtp_1, a21oi_1, inv_1
yosysMostFrequentCell=dfxtp_1
synthArstFlopShare_pct=0
synthFlopType=dfxtp_1
yosys_warnings=1

[floorplan]
fp_util_pct=41.2
core_area_um2=13300
chip_area_um2=14200
die_y_um=119
die_w_um=119
ios=79
row_count=42

[global_route]
grt_util_met3_pct=2.10
antenna_found_initial=0
gr-usage-met2_pct=29.8
grtUsageTotal_pct=19.2
grt_overflow_total=0
grt_pass1_vias=4462
grt_max_degree=48
global_route.usage.met1_pct=29.8
grt_pass1_wl_mm=21.7
busiest_layer=met2

[job]
tool_warnings=25
drv_cap=0

[route]
first_pass_iters=5
drc_errors=0
totalWireLength_mm=13.0
wl_per_cell_um=14.0
postRouteAntennaNets=0
vias_per_cell=5.21
drt_iter0_drc=273
vias=4836
num_antenna_cells=0

[clock_tree]
numCtsBuffers=9
root_buffer=clkbuf_16
cts_hold_buf=0
postCtsResizedCells=0
clk_latency_ps=350
htree_levels=3
clkSlewWorstSetupHoldPaths_ps=70
cts.sinks=92
clk_path_buf_depth=2
cts_tree=done
cts_setup_buffers=0

[place]
gp_congestion=0.870
port_buffers=77
hpwlAfterDp_mm=9.67

[finish]
n_fill_cell=1223
largest_register_ff_count=32
area_growth_pct=21.4
drive_above_1_share_pct=3.72

[power_and_ir_drop]
ir_drop_mv=0.109
power_density_nw_per_um2=256
leakage_uw=0.00291

[run_status]
status=finished, final reports clean

[worst max-delay path, stage by stage]
cell and delay [ps]:
clkdlybuf4s50_1 460, inv_1 50, ha_1 290, nand4_1 210, nor4_1 710, a21boi_0 180
o21ai_0 110, o21a_1 650, and3_1 260
[metrics by stage]
stage / setup slack, ps / std cells / util, % / total power [µW] / area (µm²)
detailed placement: 4080 / 912 / 47.9 / 1350 / 6390
finish: 4400 / 928 / 50.0 / 1710 / 6670
global placement: 4130 / 912 / 47.9 / 1330 / 6390
global route: 4170 / 928 / 50.0 / 1850 / 6670
floorplan: 5120 / 680 / - / 1170 / 5500
CTS: 4450 / 928 / 50.0 / 1720 / 6670
[path summary, 6_finish.rpt]
check                 start          end  slack [ps]  cells after the start
max reg2reg   price_reg[29]  buy_cnt[12]        5980                      7
max          buy_thresh[29]  buy_cnt[12]        4400                      9
min reg2reg        state[0]     state[0]         460                      2
min                state[0]     state[0]         460                      2
[final cells by class]
class                   instances  area, µm²  area share, %
clock inverters                 6       48.8          0.731
repair buffers                 81        801           12.0
well taps                     176        220           3.30
multi-input cells             490       3260           48.8
clock buffers                  10        229           3.43
inverters                      73        274           4.11
flip-flops and latches         92       1840           27.6
[power by group]
group / leakage, µW / switching [µW] / internal (µW)
clock: 0.000136 / 171 / 195
sequential: 0.000749 / 90.3 / 509
combinational: 0.00202 / 395 / 348
[layer usage]
metal  routed length, µm  part of all wire, %
met3                 475                  3.7
met5                   0                    0
met1                6630                   51
met4                 223                  1.7
met2                5650                   44
[cells in the final DEF, fill, tap and decap left out, types with 4 or more instances in the layout]
cell,count
a211oi_1,6
a21o_1,5
a21oi_1,77
and3_1,16
buf_4,4
clkbuf_16,9
clkdlybuf4s50_1,77
dfxtp_1,92
ha_1,65
inv_1,73
mux2i_1,4
nand2_1,62
nand2b_1,9
nand3_1,43
nand4_1,15
nor2_1,25
nor3_1,32
nor4_1,21
o211ai_1,4
o21ai_0,22
or3_1,6
or4_1,4
xnor2_1,22
xor2_1,12
[logic make-up (layout without fill, tap and decap cells)]
kind of cell | count (synthesis) | count (layout) | share of synthesized area (%)
and+or+nand+nor | 251 | 251 | 23.9
AOI/OAI and AO/OA | 134 | 134 | 14.1
buffers and inverters | 98 | 170 | 7.24
DFF | 92 | 92 | 33.5
adders and majority gates | 65 | 65 | 14.8
xor gates and xnor gates | 34 | 34 | 5.42
muxes | 5 | 5 | 0.933
other | 1 | 1 | 0.0682
No activity file was given, so power comes from the tool's default toggle rates.
